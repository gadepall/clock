--- ./design.v ---
module clock(
    input clk,
    output reg [3:0] h2, h1, m2, m1, s2, s1
);
    reg temp;
    reg [3:0] e = 4'd0;
    reg [3:0] f = 4'd0;
    reg [3:0] d = 4'd0;
    reg [3:0] c = 4'd0;
    reg [3:0] a = 4'd0;
    reg [3:0] b = 4'd0;
    always @(posedge clk) begin
        s1 = {(~f[0]&f[3])|(f[0]&f[1]&f[2]),
              (~f[1]&f[2])|(~f[0]&f[2])|(f[0]&f[1]&~f[2]),
              (f[0]&~f[1]&~f[3])|(~f[0]&f[1]),
              (~f[0])};
        temp = f[0] & ~f[1] & ~f[2] & f[3];
        s2 = {1'd0, (~e[0]&e[2])|(e[1]&e[0]),
              (~e[2]&~e[1]&e[0])|(~e[0]&e[1]),
              (~e[0])};
        s2 = ({4{temp}} & s2) | ({4{~temp}} & e);
        temp = temp & e[0] & ~e[1] & e[2] & ~e[3];
        m1 = {(~d[0]&d[3])|(d[0]&d[1]&d[2]),
              (~d[1]&d[2])|(~d[0]&d[2])|(d[0]&d[1]&~d[2]),
              (d[0]&~d[1]&~d[3])|(~d[0]&d[1]),
              (~d[0])};
        m1 = ({4{temp}} & m1) | ({4{~temp}} & d);
        temp = temp & d[0] & ~d[1] & ~d[2] & d[3];
        m2 = {1'd0, (~c[0]&c[2])|(c[1]&c[0]),
              (~c[2]&~c[1]&c[0])|(~c[0]&c[1]),
              (~c[0])};
        m2 = ({4{temp}} & m2) | ({4{~temp}} & c);
        temp = temp & c[0] & ~c[1] & c[2] & ~c[3];
        h1 = {(~b[0]&b[3])|(b[0]&b[1]&b[2]),
              (~b[1]&b[2])|(~b[0]&b[2])|(b[0]&b[1]&~b[2]),
              (b[0]&~b[1]&~b[3])|(~b[0]&b[1]),
              (~b[0])};
        h1 = ({4{temp}} & h1) | ({4{~temp}} & b);
        temp = temp & b[0] & ~b[1] & ~b[2] & b[3];
        h2 = {(~a[0]&a[3])|(a[0]&a[1]&a[2]),
              (~a[1]&a[2])|(~a[0]&a[2])|(a[0]&a[1]&~a[2]),
              (a[0]&~a[1]&~a[3])|(~a[0]&a[1]),
              (~a[0])};
        h2 = ({4{temp}} & h2) | ({4{~temp}} & a);
        temp = ~s1[0] & ~s1[1] & ~s1[2] & ~s1[3] &
                ~s2[0] & ~s2[1] & ~s2[3] & ~s2[2] &
                ~a[0] & a[1] & ~a[2] & ~a[3] &
                 b[0] & b[1] & ~b[2] & ~b[3] &
                 c[0] & ~c[1] & c[2] & ~c[3] &
                 d[0] & ~d[1] & ~d[2] & d[3];
        s1 = {4{~temp}} & s1;
        s2 = {4{~temp}} & s2;
        m1 = {4{~temp}} & m1;
        m2 = {4{~temp}} & m2;
        h1 = {4{~temp}} & h1;
        h2 = {4{~temp}} & h2;
        f = s1;
        e = s2;
        d = m1;
        c = m2;
        b = h1;
        a = h2;
    end
endmodule
module main(
    input b1, b2, b3, b4,
    output reg [5:0] power,
    output reg [3:0] disp
);
    wire clk;
    qlal4s3b_cell_macro u_qlal4s3b_cell_macro (
        .Sys_Clk0 (clk)
    );
    wire [3:0] h2, h1, m2, m1, s2, s1;
    clock mainclock(.clk(aclk),
                    .h2(h2), .h1(h1),
                    .m2(m2), .m1(m1),
                    .s2(s2), .s1(s1));
    localparam integer SYS_FREQ = 12000000;      
    localparam integer ONEHZ_DIV = SYS_FREQ / 2;  
    localparam integer MUX_DIV = SYS_FREQ / 1000;
    localparam integer BLINK_DIV = SYS_FREQ / 2;  
    reg [25:0] clkdiv = 0;
    reg [15:0] muxdiv = 0;
    reg [25:0] blinkdiv = 0;
    reg aclk = 0;
    reg blink_state = 1'b1;
    reg [2:0] mux_index = 0;
    reg paused = 0;
    reg [2:0] selectedDigit = 3'd0;
    reg b1_prev = 1, b2_prev = 1;
    wire b1_fall = b1_prev & ~b1;
    wire b2_fall = b2_prev & ~b2;
    always @(posedge clk) begin
        clkdiv <= clkdiv + 1;
        if (clkdiv >= ONEHZ_DIV - 1) begin
            clkdiv <= 0;
            aclk <= ~aclk;
        end
    end
    always @(posedge clk) begin
        muxdiv <= muxdiv + 1;
        if (muxdiv >= MUX_DIV / 6) begin
            muxdiv <= 0;
            mux_index <= (mux_index == 5) ? 0 : mux_index + 1;
        end
    end
    always @(posedge clk) begin
        blinkdiv <= blinkdiv + 1;
        if (blinkdiv >= BLINK_DIV - 1) begin
            blinkdiv <= 0;
            blink_state <= ~blink_state;
        end
    end
    always @(posedge clk) begin
        b1_prev <= b1;
        b2_prev <= b2;
        if (b1_fall) begin
            paused <= ~paused;
            if (~paused)
                selectedDigit <= 3'd0;   
        end
        if (paused && b2_fall) begin
            if (selectedDigit == 3'd5)
                selectedDigit <= 3'd0;
            else
                selectedDigit <= selectedDigit + 1;
        end
    end
    always @(*) begin
        case (mux_index)
            0: begin
                disp = s1; power = 6'b000001;
                if (paused && selectedDigit == 3'd0 && ~blink_state) disp = 4'd0;
            end
            1: begin
                disp = s2; power = 6'b000010;
                if (paused && selectedDigit == 3'd1 && ~blink_state) disp = 4'd0;
            end
            2: begin
                disp = m1; power = 6'b000100;
                if (paused && selectedDigit == 3'd2 && ~blink_state) disp = 4'd0;
            end
            3: begin
                disp = m2; power = 6'b001000;
                if (paused && selectedDigit == 3'd3 && ~blink_state) disp = 4'd0;
            end
            4: begin
                disp = h1; power = 6'b010000;
                if (paused && selectedDigit == 3'd4 && ~blink_state) disp = 4'd0;
            end
            5: begin
                disp = h2; power = 6'b100000;
                if (paused && selectedDigit == 3'd5 && ~blink_state) disp = 4'd0;
            end
            default: begin disp = 4'd0; power = 6'b000000; end
        endcase
    end
endmodule
--- ./run.sh ---
#!/bin/bash
# OpenROAD 26Q1-2900-gdf79404cd8, Yosys 0.63+post, stock flow scripts
make -C /OpenROAD-flow-scripts/flow DESIGN_CONFIG=/design/flow/config.mk WORK_HOME=/design/flow/orfs finish
--- ./config.mk ---
export PLATFORM = sky130hd
export DESIGN_NAME = clock
export DESIGN_NICKNAME = clock
export VERILOG_FILES = /design/flow/design.v
export SDC_FILE = /design/flow/constraint.sdc
export NUM_CORES = 4
export LEC_CHECK = 1
export CORE_AREA = 10 10 102 102
export DIE_AREA = 0 0 112 112
--- ./constraint.sdc ---
current_design clock

set clk_period 2.8
set clk_io_pct 0.2

create_clock -name clk0 -period $clk_period [get_ports {clk}]

set non_clock_inputs [all_inputs -no_clocks]
set_input_delay [expr $clk_period * $clk_io_pct] -clock clk0 $non_clock_inputs
set_output_delay [expr $clk_period * $clk_io_pct] -clock clk0 [all_outputs]
==> impl_metrics.yaml <==
# flow metrics
synth:
  ys_chip_area_sq_um: 1446
  syn-cell-area_sq_um: 1446
  syn_inst: 119
  top_area_share_pct: 66.44
  yosys.area.top_type: "dfxtp_1"
  ys_warn_count: 1
  ys_cells: 119
  avgSynthCellArea_sq_um: 12.15
  yosys.cell_types.count: 27
  synth_seq_share_pct: 66.44
  synth-seq-cells: 48
  area_leaders: "dfxtp_1 66%, nand2_1 4.4%, and4bb_2 3.5%"
worst_setup_path:
  crit_path_max_incr_delay_ps: 340
  reg2reg_slack_ps: -60
  crit_fanout: 3
  worstReg2RegEnd: "a[1]"
  critical_path.top_delay_family: "simple AND/OR/NAND/NOR gates"
  path_buffers: 0
  r2r_cells: 13
  endpoint_kind: "register"
  crit_chain: "and4bb_2, ha_4, and4bb_2, ha_4, nor4bb_4, ha_2, nand2_2, nor3_2, ha_2, and4bb_4, nand2_2, or3_4, a21oi_2"
  r2r-start: "f[1]"
  critical_path_required_ps: 3030
  cp.arrival_ps: 3090
  worstSetupPathType: "reg2reg"
  critPathSlowestCell: "dfxtp_2"
  start_kind: "register"
worst_hold_path:
  hold_depth: 1
  hp-start: "e[3]"
  hp-class: "reg2reg"
  hold_path_end: "s2[3]"
cts:
  cts.clk_slew.worst_paths_ps: 80
  insertion_delay_ps: 290
  htree_levels: 2
  root_buffer: "clkbuf_8"
  cts_made_buffers: 5
  clock_path_buffers: 2
  cts_tree: "done"
  clock_sinks: 48
global_route:
  overflow: 0
  grt_pass1_wl_mm: 4.657
  met1_usage_pct: 5.498
  gr-usage-met2_pct: 6.838
  grt_start_max_net_pins: 14
  track_usage_pct: 4.416
  antenna_found_initial: 0
  busiest_layer: "met2"
  grt_pass1_vias: 968
  gr-usage-met3_pct: 2.172
run_status:
  status: "complete, but fails checks"
  violations: "setup timing"
route:
  vias: 942
  via_per_inst: 3.541
  wl_mm: 2.836
  wl_per_cell_um: 10.66
  drt_iter0_markers: 34
  num_antenna_cells: 0
  dr.pass1.iters: 4
  drcViolationCount: 0
  antenna_left: 0
layout:
  lay_top_count: "dfxtp_1"
  lay_top_cells: "45 x dfxtp_1, 24 x clkdlybuf4s50_1, 16 x nand2_1, 12 x buf_4"
  layout-drive-gt1-share_pct: 26.09
  area_growth_pct: 42.39
timing:
  clock.fmax_mhz: 349.3
  period_needed_ps: 2863
  finClkSkew_ps: 4.847
  fin_setup_tns_ps: -161.9
  slew_violations: 0
  setup-violations-final: 4
  worst_slack_ps: -62.80
  finalCritPeriodShare_pct: 102.2
  hold_viol_final: 0
  tightest_slew_ps: 399.7
  grt_setup_unrepaired: "yes"
  relSlewSlack_pct: 73.27
power_and_ir_drop:
  combinationalPowerShare_pct: 0
  p_seq_share_pct: 64.7
  p_total_mw: 1.054
  switching_share_pct: 19.21
  p_leak_nw: 0.7611
  p_sw_mw: 0.2025
  pwr-share-clk_pct: 35.3
  vdd_drop_max_uv: 183.4
  internal-power_mw: 0.8515
  powerDensity_nw_per_um2: 511.7
job:
  maxCapViolCount: 0
  warnings: 26
floorplanning:
  die_w_um: 112
  die-area_sq_um: 12540
  rows: 33
  core_area_sq_um: 8217
  fp-utilization_pct: 17.60
  io_pins: 25
  die_y_um: 112
place:
  place.gp.congestion: 0.7863
  port_buffers: 24
  pre_cts_ws_ps: -36.12
  dp_hpwl_mm: 1.997
[cell type report]
| class | instances | area [sq um] |
|---|---|---|
| timing repair buffer | 36 | 330.3 |
| inverter | 2 | 7.507 |
| tap | 105 | 131.4 |
| clock inverter | 1 | 5.005 |
| fill | 837 | 6157 |
| clock buffer | 6 | 72.57 |
| multi-input combinational | 68 | 548.0 |
| sequential | 48 | 964.7 |
[through the flow]
stage               util, %  std cells  cell area (sq um)  hold WS (ps)
floorplan                 -        119               1464         429.4
global placement      22.84        253               1877         475.0
detailed placement    22.84        253               1877         473.7
CTS                   24.23        262               1991         491.6
global route          25.06        266               2059         529.3
finish                25.06        266               2059         488.2
[worst reg2reg max path, cell delays in order, from the launching register on]
cell	delay (ps)
dfxtp_2	340
and4bb_2	330
ha_4	130
and4bb_2	260
ha_4	140
nor4bb_4	210
ha_2	230
nand2_2	50
nor3_2	150
ha_2	180
and4bb_4	240
nand2_2	60
or3_4	330
a21oi_2	150
[Yosys cell counts]
cell       count
and4bb_4       1
or3_1          4
nand2_2        1
a21oi_1        2
nor2_1         4
nand4_1        2
ha_1           4
clkbuf_1       1
nor3_4         1
o2bb2ai_1      1
nor4bb_1       1
inv_1          2
nand2_1       17
mux2_2         1
nor3_1         3
nand3_1        3
nor2b_1        5
nand4_2        1
dfxtp_1       48
nor4b_1        1
xor2_1         3
and4bb_2       4
a21oi_2        1
xnor2_1        3
mux2i_1        1
o21ai_0        2
a21o_1         2
[cell families (layout without fill, tap and decap cells)]
kind of cell	count (synthesis)	after routing	share of synthesized area, %
buf+inv	3	45	0.7785
simple gates	48	48	20.59
xor+xnor	6	6	3.634
mux	2	2	1.471
flops	48	48	66.44
fa+ha+maj	4	4	3.460
compound gates	8	8	3.633
[timing repair]
| item | 4_1_cts | 5_1_grt |
|---|---|---|
| pin swaps | 3 | 6 |
| endpoints found under the hold margin | 0 | 0 |
| buffers inserted | 2 | 4 |
| resized | 5 | 10 |
| hold buffers | 0 | 0 |
| gates cloned | 0 | 0 |
| endpoints found under the setup margin | 2 | 6 |
[power by group through the flow]
stage / clock network [mW] / registers, mW / logic [mW]
after CTS: 0.383 / 0.682 / 0.000000313
after global routing: 0.416 / 0.682 / 0.000000332
final: 0.372 / 0.682 / 0.000000332
[how the worst max path moves through the flow]
stage	start	end	depth (start not counted)
6_report	f[1]	a[1]	13
4_1_cts	f[1]	a[1]	13
5_1_grt	f[1]	a[1]	13
[metal layers]
metal / wire [um] / vias to the layer above
li1: - / 492
met1: 1330 / 423
met2: 1194 / 22
met3: 250 / 5
met4: 62 / 0
met5: 0 / -
Power and IR drop assume default switching activity.
